==> flow/design.v <==
module Sync_To_Blanking #(
                        parameter TOTAL_COLS  = 800,
                        parameter TOTAL_ROWS  = 525,
                        parameter ACTIVE_COLS = 640,
                        parameter ACTIVE_ROWS = 480,
								parameter SYNC_PULSE_HORZ = 96,
								parameter SYNC_PULSE_VERT = 2,
								parameter FRONT_PORCH_HORZ = 16,
								parameter BACK_PORCH_HORZ  = 48,
								parameter FRONT_PORCH_VERT = 10,
								parameter BACK_PORCH_VERT  = 33)
  (input i_Clk,
   input i_Rst,
   input i_nHSync,
   input i_nVSync,
	output reg o_Locked = 0,
   output reg o_nHSync = 1,
   output reg o_nVSync = 1,
	output reg o_HBlank = 0,
   output reg o_VBlank = 0,
	output reg [9:0] o_Col_Count = 0, 
   output reg [9:0] o_Row_Count = 0
   );
  wire w_Locked;
  wire w_nHSync;
  wire w_nVSync;
  wire [9:0] w_Col_Count;
  wire [9:0] w_Row_Count;
  reg w_HBlank;
  reg w_VBlank;
  Sync_To_Count 
	#(
		.TOTAL_COLS(TOTAL_COLS),
      .TOTAL_ROWS(TOTAL_ROWS))
		Sync_To_Count 
	(
		.i_Rst		(i_Rst),
		.i_Clk      (i_Clk),
		.i_nHSync    (i_nHSync),
		.i_nVSync    (i_nVSync),
		.o_Locked   (w_Locked),
		.o_nHSync    (w_nHSync),
		.o_nVSync    (w_nVSync),
		.o_Col_Count(w_Col_Count),
		.o_Row_Count(w_Row_Count)
  );
  always @(posedge i_Clk) begin
  	 o_Locked <= w_Locked;
	 o_nHSync <= w_nHSync;
	 o_nVSync <= w_nVSync;
	 o_HBlank <= w_HBlank;
	 o_VBlank <= w_VBlank;
	 o_Col_Count <= w_Col_Count;
	 o_Row_Count <= w_Row_Count;
  end	 
  always @(negedge i_Clk)
  begin
	 if (i_Rst) begin
	 end else begin
      if ((w_Col_Count < SYNC_PULSE_HORZ + BACK_PORCH_HORZ) || 
          (w_Col_Count > TOTAL_COLS - FRONT_PORCH_HORZ - 1))
        w_HBlank <= 1'b1;
      else
        w_HBlank <= 1'b0;
      if ((w_Row_Count < SYNC_PULSE_VERT + BACK_PORCH_VERT) ||
          (w_Row_Count > TOTAL_ROWS - FRONT_PORCH_VERT - 1))
        w_VBlank <= 1'b1;
      else
        w_VBlank <= 1'b0;
	 end
  end
endmodule
module Sync_To_Count 
 #(parameter TOTAL_COLS = 800,
   parameter TOTAL_ROWS = 525)
  (input            i_Rst,
   input            i_Clk,
   input            i_nHSync,
   input            i_nVSync, 
	output reg       o_Locked = 0,
   output reg       o_nHSync = 1,
   output reg       o_nVSync = 1,
   output reg [9:0] o_Col_Count = 0,
   output reg [9:0] o_Row_Count = 0);
   wire w_Frame_Start;
	reg w_Locked;
	reg w_nHSync;
	reg w_nVSync;
   reg [9:0] w_Col_Count;
   reg [9:0] w_Row_Count;
  always @(negedge i_Clk)
  begin
    if (i_Rst) begin
			w_Col_Count <= 0;
			w_Row_Count <= 0;
			w_Locked <= 0;
			w_nHSync <= 1;
			w_nVSync <= 1;
	 end else begin
		 if (w_Frame_Start == 1'b1)
		 begin
			w_Col_Count <= 0;
			w_Row_Count <= 0;
			w_Locked <= 1;
		 end
		 else
		 begin
			if (o_Col_Count == TOTAL_COLS-1)
			begin
			  if (o_Row_Count == TOTAL_ROWS-1)
			  begin
				 w_Row_Count <= 0;
			  end
			  else
			  begin
				 w_Row_Count <= o_Row_Count + 1;
			  end
			  w_Col_Count <= 0;
			end
			else
			begin
			  w_Col_Count <= o_Col_Count + 1;
			end
		 end
		 w_nVSync <= i_nVSync;
		 w_nHSync <= i_nHSync;
	 end
  end
  always @(posedge i_Clk)
  begin
	 o_Locked <= w_Locked;
	 o_Col_Count <= w_Col_Count;
	 o_Row_Count <= w_Row_Count;
	 o_nVSync <= w_nVSync;
    o_nHSync <= w_nHSync;
  end
  assign w_Frame_Start = (w_nVSync & ~i_nVSync);
endmodule
==> flow/run.sh <==
#!/bin/bash
# OpenROAD 26Q1-2900-gdf79404cd8, Yosys 0.63+post, stock flow scripts
make -C /OpenROAD-flow-scripts/flow DESIGN_CONFIG=/design/flow/config.mk WORK_HOME=/design/flow/orfs finish
==> flow/config.mk <==
export PLATFORM = sky130hd
export DESIGN_NAME = Sync_To_Blanking
export DESIGN_NICKNAME = Sync_To_Blanking
export VERILOG_FILES = /design/flow/design.v
export SDC_FILE = /design/flow/constraint.sdc
export NUM_CORES = 4
export LEC_CHECK = 1
export CORE_UTILIZATION = 50
==> flow/constraint.sdc <==
current_design Sync_To_Blanking

set clk_period 3.1
set clk_io_pct 0.2

create_clock -name clk0 -period $clk_period [get_ports {i_Clk}]

set non_clock_inputs [all_inputs -no_clocks]
set_input_delay [expr $clk_period * $clk_io_pct] -clock clk0 $non_clock_inputs
set_output_delay [expr $clk_period * $clk_io_pct] -clock clk0 [all_outputs]
==> reports/metrics.yaml <==
clock_network:
  cts_made_buffers: 9
  clockRootBuffer: "clkbuf_8"
  cts_tree: "done"
  htree_levels: 3
  cts.sinks: 73
  path_clk_slew_ps: 70
  clockBufferDepth: 2
  worstSkewPairLatency_ps: 380
timing:
  hold_viol: 0
  skew_ps: 49.97
  maxSlewHeadroom_pct: 78.50
  setup_viol: 0
  worstMarginPinSlew_ps: 318.3
  fin_ws_ps: 44.21
  slew_viol_final: 0
  fin_setup_tns_ps: 0
logic_synthesis:
  syn_area_mm2: 0.002183
  ys_area_mm2: 0.002183
  avgSynthCellArea_um2: 12.20
  ys_top_logic_family: "simple AND/OR/NAND/NOR gates"
  synthMuxAreaShare_pct: 0.4585
  synth-main-ff-cell: "dfxtp_1"
  synth-edff-count: 2
  synth_cell_types: 31
  fa_ha_area_share_pct: 2.292
  synth_top_area_share_pct: 65.10
  numSynthFlops: 73
  yosysTopAreaCell: "dfxtp_1"
  xor_area_share_pct: 6.418
  yosysWarningCount: 2
  most_common_cell: "dfxtp_1"
  top_cells_by_area: "dfxtp_1 65%, o21ai_2 3.6%, xor2_1 3.6%, nand3_1 3.2%, nor2_1 2.9%"
  simple_gate_share_pct: 14.90
  top_cells_by_count: "71 x dfxtp_1, 17 x nor2_1, 14 x nand3_1"
  yosys.area_share.aoi_pct: 5.788
  ys_cells: 179
  ys_seq_share_pct: 67.85
  async_flop_share_pct: 0
  syn_inst: 179
pwr:
  power.leakage_nw: 1.266
  peakVddDrop_v: 0.0004653
  powerDensity_mw_per_mm2: 631.9
  p_comb_share_pct: 2.0
  fin_total_pwr_mw: 1.898
  p_seq_share_pct: 50.8
  p_int_mw: 1.492
  switchingPower_mw: 0.4053
  clkPwrFrac_pct: 47.2
  switching_share_pct: 21.36
die:
  die_w_um: 68.08
  die_h_um: 68.08
  rows: 23
  die_area_mm2: 0.004635
  initial_utilization_pct: 53.43
  boundaryPins: 29
  core_area_mm2: 0.004086
setup_path:
  setup.worst_path.start_class: "register"
  critPathArrivalTime_ps: 1810
  crit_type: "register to register"
  cp-end-kind: "register"
  worstPathRequired_ps: 1850
  worst-path-max-fanout: 5
routing:
  drtPass1Iterations: 4
  wl_um: 3831
  first_iter_violations: 59
  routedWlPerCell_um: 12.20
  vias: 1488
  ant_nets: 0
  drc_errors: 0
  diodes: 0
  avgViaCountPerCell: 4.739
job:
  warning_count: 54
  maxCapViolations: 0
placement:
  pre_cts_slack_ps: -619.7
  dpl.hpwl_um: 2379
  dp.cells: 273
  placed_cell_area_mm2: 0.002665
  routabilityCongestion: 0.8406
  port_buffers: 28
worst_hold_path:
  hp-class: "register to register"
cells_and_area:
  drive_gt1_share_pct: 23.48
  synthToLayoutAreaGrowth_pct: 37.54
  fillers: 271
  finalNonFillerCells: 314
  stdcell_area_mm2: 0.003003
global_routing:
  grt_pass1_vias: 1365
  grt_overflow: 0
  grt_use_total_pct: 18.96
  antenna_found_initial: 0
  grt_max_degree: 13
  grt_first_pass_wirelength_um: 6292
outcome:
  status: "complete, no violations"
[cell usage in the layout, fill, tap and decap left out, drive strengths merged, types with 2 or more instances in the layout]
| cell type | netlist | routed |
|---|---|---|
| o21ai | 9 | 9 |
| nand3 | 15 | 15 |
| bufinv | 0 | 2 |
| and4 | 2 | 2 |
| edfxtp | 2 | 2 |
| xnor2 | 7 | 7 |
| or2 | 3 | 3 |
| clkdlybuf4s50 | 0 | 26 |
| ha | 4 | 4 |
| dfxtp | 71 | 71 |
| nor2 | 17 | 17 |
| xor2 | 9 | 9 |
| clkinv | 0 | 2 |
| nand2 | 8 | 8 |
| clkbuf | 2 | 12 |
| inv | 4 | 29 |
| and3 | 3 | 3 |
| nor3 | 5 | 5 |
| nand4 | 4 | 4 |
| buf | 3 | 22 |
[stage by stage]
stage / hold WS [ps] / util [%]
3_3_place_gp: 312.6 / 65.22
4_1_cts: 332.2 / 73.03
3_5_place_dp: 315.8 / 65.22
6_report: 329.3 / 73.48
5_1_grt: 334.7 / 73.48
2_1_floorplan: 309.6 / -
[routing by layer]
metal	vias to the layer above	part of all wire [%]	track usage, %
li1	765	-	-
met1	688	53	32.87
met2	26	41	25.25
met3	9	3.4	3.547
met4	0	2.8	4.688
met5	-	0	0
[worst max-delay path, cell delays in order, from the launching register on]
cell	delay (ps)
dfxtp_2	330
inv_1	50
ha_2	170
and3_4	140
nand4_1	100
or3b_4	410
buf_6	150
o21ai_2	120
[path summary, 6_finish.rpt]
check                           slack [ps]                           end  cells after the start                         start
worst max-delay path                    40  Sync_To_Count.w_Row_Count[9]                      7  Sync_To_Count.o_Row_Count[0]
worst min-delay path                   330                      o_nHSync                      0        Sync_To_Count.o_nHSync
worst max register to register          40  Sync_To_Count.w_Row_Count[9]                      7  Sync_To_Count.o_Row_Count[0]
worst min register to register         330                      o_nHSync                      0        Sync_To_Count.o_nHSync
[cell type report]
class	count	area [um2]	share of cell area (%)
clock buffer	11	141.4	4.708
clock inverter	30	166.4	5.542
inverter	3	11.26	0.3750
multi-input combinational	97	686.9	22.88
sequential	73	1488	49.54
tap	50	62.56	2.083
timing repair buffer	50	446.7	14.87
[timing repair]
action / 4_1_cts / 5_1_grt
pin swaps: 0 / 2
gates cloned: 1 / 0
hold buffers: 0 / 0
endpoints found under the setup margin: 9 / 9
buffers inserted: 0 / 0
hold endpoints to repair: 0 / 0
resized: 6 / 9
[logic make-up (layout without fill, tap and decap cells)]
logic type      after synthesis  after routing
mux                           1              1
simple gates                 61             61
flops                        73             73
xor+xnor                     16             16
buf+inv                       9             94
compound gates               15             15
fa+ha+maj                     4              4
[power by group through the flow]
| stage | Clock, mW | Combinational, mW | Sequential (mW) |
|---|---|---|---|
| after CTS | 0.917 | 0.0370 | 0.963 |
| after global routing | 0.998 | 0.0406 | 0.964 |
| final | 0.896 | 0.0374 | 0.964 |
[sequential cells by signal (all words and copies together) (netlist names), 10 cells and up]
name	cells
Sync_To_Count.o_Col_Count	10
Sync_To_Count.o_Row_Count	10
Sync_To_Count.w_Col_Count	10
Sync_To_Count.w_Row_Count	10
o_Col_Count	10
o_Row_Count	10
Power is estimated from default activity; no workload was simulated.

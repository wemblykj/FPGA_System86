## /design/flow/run.sh

```bash
#!/bin/bash
# OpenROAD 26Q1-2900-gdf79404cd8, Yosys 0.63+post, stock flow scripts
make -C /OpenROAD-flow-scripts/flow DESIGN_CONFIG=/design/flow/config.mk WORK_HOME=/design/flow/orfs finish
```

## /design/flow/config.mk

```make
export PLATFORM = sky130hd
export DESIGN_NAME = VGA_Sync_Pulses
export DESIGN_NICKNAME = VGA_Sync_Pulses
export VERILOG_FILES = /design/flow/design.v
export SDC_FILE = /design/flow/constraint.sdc
export NUM_CORES = 4
export LEC_CHECK = 1
export CORE_UTILIZATION = 30
```

## /design/flow/constraint.sdc

```tcl
current_design VGA_Sync_Pulses

set clk_period 2.6
set clk_io_pct 0.2

create_clock -name clk0 -period $clk_period [get_ports {i_Clk}]

set non_clock_inputs [all_inputs -no_clocks]
set_input_delay [expr $clk_period * $clk_io_pct] -clock clk0 $non_clock_inputs
set_output_delay [expr $clk_period * $clk_io_pct] -clock clk0 [all_outputs]
```

## /design/flow/design.v

```verilog
module VGA_Sync_Pulses 
 #(parameter TOTAL_COLS  = 800, 
   parameter TOTAL_ROWS  = 525,
   parameter SYNC_PULSE_HORZ = 96,
	parameter SYNC_PULSE_VERT = 2)
  (input            i_Clk, 
   input            i_Rst, 
	output reg       o_Locked = 0,
   output reg       o_nHSync = 1,
   output reg       o_nVSync = 1,
   output reg [9:0] o_Col_Count = 0, 
   output reg [9:0] o_Row_Count = 0
  );  
reg w_Locked;
reg w_nHSync;
reg w_nVSync;
reg [9:0] w_Col_Count;
reg [9:0] w_Row_Count;
always @(posedge i_Clk) begin
	o_Locked <= w_Locked;
	o_nHSync <= w_nHSync;
	o_nVSync <= w_nVSync;
	o_Col_Count <= w_Col_Count;
	o_Row_Count <= w_Row_Count;
end
always @(negedge i_Clk) begin
	if (i_Rst) begin
		w_Locked <= 0;
		w_nHSync <= 1'b1;
		w_nVSync <= 1'b1;
		w_Col_Count <= 0;
		w_Row_Count <= 0;
	end else begin
		if (w_Col_Count == TOTAL_COLS-1) begin
			w_Col_Count <= 0;
			if (w_Row_Count == TOTAL_ROWS-1)
				w_Row_Count <= 0;
			else
				w_Row_Count <= w_Row_Count + 1;
			end
		else
			w_Col_Count <= w_Col_Count + 1;
		if ((w_Col_Count < TOTAL_COLS) && 
			(w_Col_Count > SYNC_PULSE_HORZ - 1))
			w_nHSync <= 1'b1;
		else begin
			w_nHSync <= 1'b0;
		end
		if ((w_Row_Count < TOTAL_ROWS) && 
			(w_Row_Count > SYNC_PULSE_VERT - 1))
			w_nVSync <= 1'b1;
		else begin
			w_nVSync <= 1'b0;
			w_Locked <= 1;
		end
	end
end
endmodule
```

==> flow_summary.rst <==
Synthesis and place-and-route
=============================

.. list-table::
   :header-rows: 1

   * - Metric
     - Value
   * - RSZ-0062 raised after global routing
     - no
   * - Die span in x
     - 75.27 um
   * - First drt pass iteration count
     - 4
   * - Post-detailed-route count of antenna-violating nets
     - 0
   * - Synthesized instance count
     - 146
   * - Floorplan Core Area
     - 5140 um^2
   * - Yosys-reported design area after synthesis
     - 1610 um^2
   * - Internal
     - 966.2 uW
   * - Power share of the combinational group
     - 2.2%
   * - Cell types occupying the most area after synthesis
     - dfxtp_1 57%, xor2_1 4.4%, nor2_1 3.3%
   * - Initial antenna violation count
     - 0
   * - Setup violations, final
     - 0
   * - Number of I/O pins
     - 25
   * - Sequential area share after synthesis
     - 57.19%
   * - CTS max path bufs
     - 2
   * - Arrival time of the worst setup path
     - 1370 ps
   * - Largest area contributor in the netlist
     - dfxtp_1
   * - Status
     - finished, final reports clean
   * - Congestion Overflow GR
     - 0
   * - Sw Share
     - 25.40%
   * - Number of fill cells
     - 529
   * - Quantity of gates resized following cts
     - 0
   * - Worst-case reg-to-reg path depth
     - 0
   * - OpenROAD warning count
     - 50
   * - Maximum level of the CTS H-tree
     - 2
   * - Count of flip-flops with a built-in enable after synthesis
     - 0
   * - Routed Wire Length
     - 2.733 mm
   * - Post-route worst hold slack
     - 458.1 ps
   * - # diodes
     - 0
   * - Class of the most critical setup path
     - in -> reg
   * - Endpoint of the worst-slack reg-to-reg timing path
     - o_Row_Count[6]$_DFF_P_
   * - Non-filler instance count after layout
     - 266
   * - Vias
     - 1156
   * - NetSw
     - 329.1 uW
   * - Routed wire per std cell
     - 10.27 um
   * - Worst setup path start
     - i_Rst
   * - Clock input transition at the sequential cells of the worst setup and hold paths
     - 30 ps
   * - Pwr dens
     - 630.1 nW/um^2
   * - Latency at later pin
     - 360 ps
   * - Cell count in the Yosys report
     - 146
   * - DP Cell Count
     - 236
   * - Residual DRC
     - 0
   * - Cts bufs inserted
     - 5
   * - Last weighted congestion value of the routability-driven placer
     - 0.8086
   * - Final hold violation count
     - 0
   * - Total leakage power
     - 0.0008489 uW
   * - Slew Limit Fails
     - 0
   * - Clk network pwr share
     - 41.7%
   * - Via/cell ratio
     - 4.346
   * - Chip area
     - 5665 um^2
   * - Final cell area excluding filler cells
     - 2056 um^2
   * - Post-Place Cell Area
     - 1891 um^2
   * - Endpoint kind of the worst setup timing path
     - flip-flop
   * - Detail Placement HPWL
     - 1.903 mm
   * - Fraction of layout cells with a size suffix above 1
     - 7.143%
   * - Skew final
     - 63.44 ps
   * - Number of rows created at floorplan
     - 26
   * - Floorplan-stage core utilization
     - 31.33%
   * - Leading register cell type out of synthesis
     - dfxtp_1
   * - Number of maximum-capacitance constraint violations
     - 0
   * - Reg power frac
     - 56.1%
   * - Element type at the critical path start
     - primary input
   * - Measured slew at the worst slew-check pin
     - 546.7 ps
   * - Peak fanout along the critical path
     - 6
   * - Post-synthesis instance area
     - 1610 um^2
   * - Gr usage total
     - 10.83%
   * - Via count of the first global-routing pass
     - 1004
   * - Post-CTS setup buffers
     - 0
   * - Clk sinks
     - 46
   * - Vertical die size
     - 75.27 um
   * - Setup crit end
     - w_Col_Count[7]$_SDFF_NP0_
   * - Ys Warns
     - 1
   * - Flops after synth
     - 46
   * - Normalized max-slew margin
     - 63.43%
   * - Clock Root Buffer
     - clkbuf_8
   * - Async set-reset flop share out of synthesis
     - 0%
   * - Area added between synthesis and finish
     - 27.66%
   * - Classification of the worst-slack hold path
     - reg -> reg
   * - Port-buffer cells
     - 24
   * - Synth Area per Inst
     - 11.03 um^2
   * - Pin count of the biggest net entering global routing
     - 17
   * - FF-to-FF setup slack
     - 600 ps
   * - Most numerous cell in the Yosys netlist
     - dfxtp_1
   * - Reg-to-Reg Start
     - w_Row_Count[6]$_SDFFE_NP0N_
   * - Commonest cells in the netlist
     - 46 x dfxtp_1, 14 x nor2_1, 8 x a21oi_1, 8 x xor2_1
   * - Fraction of post-synthesis cell area in the top cell type by area
     - 57.19%
   * - CTS hold repair buffers
     - 0
   * - Wire length of the first global-routing pass
     - 4.643 mm
   * - Fraction of the core area covered by cells at the end of the flow
     - 40.00%
   * - Count of distinct cell types in the synthesized netlist
     - 34
   * - Worst vdd ir
     - 0.2062 mV
   * - Clock tree from TritonCTS
     - done
   * - Power consumption
     - 1295 uW
   * - Worst EP required
     - 1530 ps
   * - Violation count after the first detailed-route iteration
     - 36
cells in the final DEF (no fill, tap or decap), drive strengths merged, types with 5 or more instances in the layout:
| cell | synthesis | layout |
|---|---|---|
| dfxtp | 46 | 46 |
| inv | 6 | 28 |
| clkdlybuf4s50 | 0 | 24 |
| nor2 | 14 | 14 |
| xor2 | 8 | 8 |
| a21oi | 8 | 8 |
| nand3 | 7 | 7 |
| nand2 | 6 | 6 |
| nand4 | 6 | 6 |
| clkbuf | 4 | 5 |
| or4 | 5 | 5 |
through the flow:
stage	setup WS (ps)	setup TNS, ps
2_1_floorplan	220.7	0
3_3_place_gp	-191.8	-2746
3_5_place_dp	-209.1	-3011
4_1_cts	152.6	0
5_1_grt	62.26	0
6_report	152.8	0
worst min-delay path by stage:
stage	from	endpoint	cells after the start
finish	w_Col_Count[0]$_SDFF_NP0_	w_Col_Count[0]$_SDFF_NP0_	1
global route	w_Col_Count[0]$_SDFF_NP0_	w_Col_Count[0]$_SDFF_NP0_	1
CTS	w_Col_Count[0]$_SDFF_NP0_	w_Col_Count[0]$_SDFF_NP0_	1
power by group through the flow:
stage | Sequential [uW] | Combinational (uW) | Clock (uW)
after CTS | 727 | 29.0 | 553
after global routing | 727 | 32.3 | 620
final | 727 | 28.4 | 540
cell families after synthesis:
kind of cell / count (synthesis) / share of synthesized area, %
xor gates and xnor gates: 10 / 5.439
and+or+nand+nor: 56 / 20.75
buffers and inverters: 11 / 4.817
AOI/OAI and AO/OA: 18 / 8.081
muxes: 1 / 0.6216
adders and majority gates: 4 / 3.108
DFF: 46 / 57.19
state kept, by name, indices dropped and copies added (netlist names):
name	flops
o_nVSync	1
o_Col_Count	10
w_nVSync	1
w_nHSync	1
w_Locked	1
o_nHSync	1
w_Col_Count	10
o_Locked	1
o_Row_Count	10
w_Row_Count	10
worst max-delay path, stage by stage:
cell and delay, ps:
clkdlybuf4s50_1 470, inv_1 100, nand2_1 210, nor2_1 70
layer usage:
layer	routed length (um)	vias up	GRT usage, %
met5	0	-	0
met1	1409	520	16.40
met2	1140	21	16.42
met4	65	0	2.058
li1	-	610	-
met3	118	5	2.578
area by class of cell:
cell class	instances	area, um^2	share of cell area [%]
Clock inverter	26	100.1	4.869
Tap cell	70	87.58	4.261
Multi-Input combinational cell	89	611.8	29.76
Sequential cell	46	920.9	44.80
Clock buffer	5	68.82	3.348
Inverter	5	18.77	0.9130
Timing Repair Buffer	25	247.7	12.05
Power figures rest on the tool's default switching activity, not on a simulated workload.

[design/flow/design.v]
`timescale 1ns / 1ps
module cus43
	#(
			parameter LAYER_DISABLE_MASK = 0,
			parameter LAYER_A_PRIORITY = 0,
			parameter LAYER_B_PRIORITY = 0
	)
	(
		  input rst_n,
        input wire [2:0] PRI,
        input wire [7:0] CLI,
        input wire [2:0] DTI,
        input wire [11:0] GDI,
        input wire nOE,			 
        input wire [2:0] CA,
        input wire RnW,
        input wire [7:0] MDI,  
        input wire [2:0] HA, 	 
        input wire CLK_6M,
        input wire CLK_2H,
        input wire nLATCH,
        input wire FLIP,
        input wire HA2,
        input wire HB2,
        output wire [2:0] PRO,
        output wire [7:0] CLO,
        output wire [2:0] DTO,
        output wire CLE			 
    );
	wire [2:0] PR_A;
	wire [7:0] CL_A;
	wire [2:0] DT_A;
	cus43_layer 
		#(
			.LAYER_DISABLE_MASK(LAYER_DISABLE_MASK[0]),
			.LAYER_PRIORITY(LAYER_A_PRIORITY)
		)
		layer_a
		(
			.rst_n(rst_n),
			.CLK_6M(CLK_6M),
			.CLK_2H(CLK_2H),
			.PRI( PRI ),
			.CLI( CLI ),
			.DTI( DTI ),
			.GDI( GDI ),
			.MDI( MDI ),
			.CA(CA),
			.nLATCH(nLATCH || !CA[2]),
			.FLIP(FLIP),
			.PRO(PR_A),
			.CLO(CL_A),
			.DTO(DT_A),
			.H2(HA2)
		);
		cus43_layer 
		#(
			.LAYER_DISABLE_MASK(LAYER_DISABLE_MASK[1]),
			.LAYER_PRIORITY(LAYER_B_PRIORITY)
		)
		layer_b
		(
			.rst_n(rst_n),
			.CLK_6M(CLK_6M),
			.CLK_2H(~CLK_2H),
			.PRI( PR_A ),
			.CLI( CL_A ),
			.DTI( DT_A ),
			.GDI( GDI ),
			.MDI( MDI ),
			.CA(CA),
			.nLATCH(nLATCH || !CA[2]),
			.FLIP(FLIP),
			.PRO(PRO),
			.CLO(CLO),
			.DTO(DTO),
			.H2(HB2)
		);
endmodule
`timescale 1ns / 1ps
module cus43_layer
	#(
		parameter ASSIGNED_LAYER = 0,
		parameter LAYER_DISABLE_MASK = 0,
		parameter LAYER_PRIORITY = 0
	)
	(
		  input rst_n,
		  input wire CLK_6M,
        input wire CLK_2H,
        input wire [2:0] PRI,
        input wire [7:0] CLI,
        input wire [2:0] DTI,
        input wire [11:0] GDI,
        input wire [2:0] CA,
        input wire [7:0] MDI,
        input wire nLATCH,
        input wire FLIP,
        input wire H2,
        output reg [2:0] PRO,
        output reg [7:0] CLO,
        output reg [2:0] DTO
    );
	reg [7:0] mdi_latched;
	reg [7:0] mdi_latched2;
	reg [3:0] plane0_latched;
	reg [3:0] plane1_latched;
	reg [3:0] plane2_latched;
	reg [7:0] attr;
	reg [3:0] plane0_shift;
	reg [3:0] plane1_shift;
	reg [3:0] plane2_shift;
	reg [2:0] PR = LAYER_PRIORITY;
	wire [7:0] CL = attr;
	wire [2:0] DT = FLIP ? 
		  { plane2_shift[0], plane1_shift[0], plane0_shift[0] } 
		: { plane2_shift[3], plane1_shift[3], plane0_shift[3] };	
	always @(negedge CLK_2H) begin
		if (!rst_n) begin
			mdi_latched <= 0;
		end else begin
			mdi_latched <= MDI;
		end
	end
	always @(posedge CLK_2H) begin
		if (!rst_n) begin
			mdi_latched2 <= 0;
			plane0_latched <= 0;
			plane1_latched <= 0;
			plane2_latched <= 0;
		end else begin
			mdi_latched2 <= mdi_latched;
			plane0_latched <= GDI[3:0];
			plane1_latched <= GDI[7:4];
			plane2_latched <= GDI[11:8];
		end
	end
	always @(posedge CLK_6M) begin
		if (!rst_n) begin
			attr <= 0;
			plane0_shift <= 0;
			plane1_shift <= 0;
			plane1_shift <= 0;
		end else begin
			if (H2) begin
				attr <= MDI;  
				plane0_shift <= GDI[3:0];  
				plane1_shift <= GDI[7:4];  
				plane2_shift <= GDI[11:8];  
			end else begin
				if (FLIP) begin
					plane0_shift <= plane0_shift >> 1;
					plane1_shift <= plane1_shift >> 1;
					plane2_shift <= plane2_shift >> 1;
				end else begin
					plane0_shift <= plane0_shift << 1;
					plane1_shift <= plane1_shift << 1;
					plane2_shift <= plane2_shift << 1;
				end
			end
		end
	end
	always @(*) begin
		if (!rst_n) begin
			PRO <= 0;
			CLO <= 0;
			DTO <= 0;
		end else begin
			if (DT !== 7 && PR > PRI) begin
				PRO <= PR;
				CLO <= CL;
				DTO <= DT;
			end else begin
				PRO <= PRI;
				CLO <= CLI;
				DTO <= DTI;
			end
		end
	end
	always @(nLATCH or CA or MDI or rst_n) begin
		if (!rst_n) begin
			PR = LAYER_PRIORITY;
		end else if (!nLATCH) begin
			if (CA[2] == ASSIGNED_LAYER)
				if (!CA[0])
					PR = MDI[3:1];
		end 
	end
endmodule
[design/flow/run.sh]
#!/bin/bash
# OpenROAD 26Q1-2900-gdf79404cd8, Yosys 0.63+post, stock flow scripts
make -C /OpenROAD-flow-scripts/flow DESIGN_CONFIG=/design/flow/config.mk WORK_HOME=/design/flow/orfs finish
[design/flow/config.mk]
export PLATFORM = sky130hd
export DESIGN_NAME = cus43
export DESIGN_NICKNAME = cus43
export VERILOG_FILES = /design/flow/design.v
export SDC_FILE = /design/flow/constraint.sdc
export NUM_CORES = 4
export LEC_CHECK = 1
export CORE_UTILIZATION = 50
[design/flow/constraint.sdc]
current_design cus43

set clk_period 7.5
set clk_io_pct 0.2

create_clock -name clk0 -period $clk_period [get_ports {CLK_6M}]

set non_clock_inputs [all_inputs -no_clocks]
set_input_delay [expr $clk_period * $clk_io_pct] -clock clk0 $non_clock_inputs
set_output_delay [expr $clk_period * $clk_io_pct] -clock clk0 [all_outputs]
==> flow_metrics.env <==
# physical design summary
export IMPL_grt_setup_unrepaired="false"
export IMPL_powerDensity_mw_per_mm2=168
export IMPL_internal_power_w=0.000365
export IMPL_antenna_diode_count=0
export IMPL_gp_congestion=0.793
export IMPL_synthDistinctLibCells=32
export IMPL_clockRootBuffer="clkbuf_8"
export IMPL_crit_path_top_delay_cell="clkdlybuf4s50_1"
export IMPL_clockBufferDepth=2
export IMPL_timing_rr_end="layer_a.plane2_shift[1]"
export IMPL_timing_critical_path_required_ns=6.00
export IMPL_worstHoldPathCells=2
export IMPL_openroad_warnings=36
export IMPL_worst_r2r_setup_slack_ns=6.57
export IMPL_post_cts_repair_setup_buffers=0
export IMPL_clk_pin_slew_worst_paths_ns=0.07
export IMPL_synth_cell_area_sq_mm=0.00236
export IMPL_cts_tree="yes"
export IMPL_wl_per_cell_microns=14.2
export IMPL_critPathCapture="PRO[0]"
export IMPL_global_route_usage_total_pct=21.4
export IMPL_final_period_minus_worst_setup_slack_ns=6.78
export IMPL_post_synth_top_area_fraction_pct=27.1
export IMPL_timing_critical_path_from="PRI[1]"
export IMPL_cts_hold_repair_buffers=0
export IMPL_first_pass_grt_wire_length_microns=8270
export IMPL_grt_util_met3_pct=3.90
export IMPL_floorplan_die_area_sq_mm=0.00501
export IMPL_die_y_microns=70.8
export IMPL_switching_share_pct=26.5
export IMPL_worst_r2r_startpoint="layer_a.plane2_shift[0]"
export IMPL_drtIter0Drc=94
export IMPL_top_cells_by_area="dfxtp_1 27%, mux2i_1 19%, edfxtp_1 10%, nor2b_1 7.9%, o21ai_0 5.3%"
export IMPL_grt_busiest_layer="met1"
export IMPL_min_path_type="reg -> reg"
export IMPL_final_layout_size_suffix_gt1_share_pct=5.03
export IMPL_worst_case_clock_skew_ns=0.00421
export IMPL_worst_setup_path_type="in -> out"
export IMPL_crit_fanout=7
export IMPL_unconstrained_endpoints=3
export IMPL_unclocked_regs=3
export IMPL_outcome="finished clean"
export IMPL_synth_dominant_cell_count="mux2i_1"
export IMPL_total_clock_buffers_created_by_cts=5
export IMPL_setup_viol=0
export IMPL_reg2reg_depth=2
export IMPL_startpoint_type="input port"
export IMPL_peak_supply_drop_mv=0.108
export IMPL_fmax_ghz=0.147
export IMPL_htreeDepth=2
export IMPL_totalNegativeSetupSlack_ns=0
export IMPL_edf_count=8
export IMPL_port_buffers=52
export IMPL_floorplan_die_width_microns=70.8
export IMPL_synth_cells_yosys=253
export IMPL_worstSetupEndpointType="output pin"
export IMPL_largest_area_cell="dfxtp_1"
export IMPL_seq_power_share_pct=48.7
export IMPL_netSwitchingPower_w=0.000132
export IMPL_syn_instance_count=253
export IMPL_finalMaxSlewViolations=0
export IMPL_timing_hold_ws_ns=0.515
export IMPL_synth_top_flop_cell="dfxtp_1"
export IMPL_initial_utilization_pct=53.2
export IMPL_global_route_usage_met2_pct=31.4
export IMPL_post_synthesis_async_set_or_reset_flop_share_pct=0
export IMPL_share_of_the_clock_period_used_by_the_worst_path_after_layout_pct=90.5
export IMPL_ctsResizeCount=0
export IMPL_tightest_slew_ns=0.519
export IMPL_series_of_cell_instances_along_the_critical_path="clkdlybuf4s50_1, inv_1, ha_1, and3_1, a21oi_1, and2_1, o21ai_0, nand2_1, ha_1, nor2b_1, o21a_1, o221ai_1, nor2b_1, mux2i_1, clkdlybuf4s50_1"
export IMPL_arrival_ns=5.28
export IMPL_peak_per_stage_delay_on_the_critical_path_ns=0.49
export IMPL_synthToLayoutAreaGrowth_pct=25.1
export IMPL_clock_latency_ns=0.29
export IMPL_slew_limit_headroom_pct=65.3
export IMPL_num_vias=1893
export IMPL_cap_violations=0
export IMPL_drt_vias_per_instance=5.41
export IMPL_globalRouteMet1Util_pct=35.2
export IMPL_comb_power_share_pct=23.3
export IMPL_pwr_share_clk_pct=28.0
export IMPL_static_leakage_nw=1.20
export IMPL_dp_hpwl_microns=3450
export IMPL_report_final_hold_viol_count=0
export IMPL_yosys_stat_area_sq_mm=0.00236
export IMPL_placeableCoreArea_sq_mm=0.00444
export IMPL_synth_flop_count=43
export IMPL_synth_yosys_warnings=2
export IMPL_wirelength_microns=4960
export IMPL_post_synth_cell_area_avg_sq_um=9.35
export IMPL_pre_repair_dr_iteration_count=20
export IMPL_first_global_vias=1751
export IMPL_drc_errors_left=0
export IMPL_netlist_top_cells_count="44 x mux2i_1, 32 x dfxtp_1, 30 x nor2b_1, 25 x o21ai_0, 23 x nand2_1"
export IMPL_drtAntennaViolNets=0
export IMPL_floorplan_rows=24
export IMPL_grt_overflow_total=0
export IMPL_ios=64
export IMPL_grt_antenna_before_repair=0
export IMPL_pin_count_of_the_biggest_net_entering_global_routing=50
-- metal layers --
metal / vias up / routed length (microns)
met1: 857 / 2510
li1: 982 / -
met4: 0 / 12
met5: - / 0
met3: 2 / 266
met2: 52 / 2170
-- area by class of cell --
| class | count | area (sq um) |
|---|---|---|
| timing repair buffer | 58 | 561 |
| inverter | 3 | 11.3 |
| clock inverter | 2 | 11.3 |
| clock buffer | 6 | 72.6 |
| fill | 370 | 1490 |
| sequential | 43 | 926 |
| tap | 52 | 65.1 |
| multi-input combinational | 186 | 1310 |
-- worst min path at each step --
stage                                    from                      end  slack [ns]
after CTS             layer_a.plane1_shift[1]  layer_a.plane1_shift[0]        0.52
after global routing  layer_a.plane1_shift[1]  layer_a.plane1_shift[0]        0.54
final                         layer_b.attr[4]          layer_b.attr[4]        0.51
-- worst max-delay path: cells and delay by family --
kind                       cells  cell delay [ns]
adders and majority gates      2             0.52
buffers and inverters          3             1.03
AOI/OAI and AO/OA              4             0.88
muxes                          1             0.24
and+or+nand+nor                5             1.09
-- registers in the layout, summed over array words and instances, names as in the netlist --
| register | flops |
|---|---|
| layer_a.attr | 8 |
| layer_b.attr | 8 |
| layer_a.plane0_shift | 4 |
| layer_a.plane1_shift | 4 |
| layer_a.plane2_shift | 4 |
| layer_b.plane0_shift | 4 |
| layer_b.plane1_shift | 4 |
| layer_b.plane2_shift | 4 |
| layer_a.PR | 3 |
-- cell families (layout without fill, tap and decap cells) --
family	after synthesis	in the layout	synth area share [%]
AND/OR/NAND/NOR	76	76	17.5
AND-OR/OR-AND	58	58	15.5
multiplexers	45	45	19.1
flip-flops	40	40	37.2
buffers and inverters	24	69	5.40
adder cells (fa/ha/maj)	6	6	3.17
latches	3	3	1.90
other	1	1	0.159
-- power by group through the flow --
stage     Clock (W)  Combinational, W  Sequential, W
4_1_cts    0.000142          0.000117       0.000242
5_1_grt    0.000150          0.000129       0.000244
6_report   0.000139          0.000116       0.000242
-- metrics by stage --
stage | worst slack, ns | utilization (%) | std cells | cell area (sq um) | total power (W)
after floorplan | 1.93 | - | 253 | 2360 | 0.000312
after global placement | 0.701 | 64.7 | 342 | 2870 | 0.000362
after detailed placement | 0.683 | 64.7 | 342 | 2870 | 0.000362
after CTS | 0.660 | 66.6 | 350 | 2960 | 0.000500
after global routing | 0.388 | 66.6 | 350 | 2960 | 0.000523
final | 0.715 | 66.6 | 350 | 2960 | 0.000496
-- layout by cell type (no fill, tap or decap), types with 8 or more instances in the layout --
| cell | count |
|---|---|
| and2_1 | 13 |
| dfxtp_1 | 32 |
| a22oi_1 | 9 |
| nor2b_1 | 30 |
| nand2_1 | 23 |
| clkdlybuf4s50_1 | 51 |
| o21ai_0 | 25 |
| edfxtp_1 | 8 |
| a21oi_1 | 11 |
| mux2i_1 | 44 |
No activity file was given, so power comes from the tool's default toggle rates.

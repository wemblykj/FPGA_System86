File: ./design.v
`timescale 1ns / 1ps
module address_bus(
		input wire rst_n,
		input wire CLK_2H,
		input wire CLK_S2H,
    input wire CLK_1H,
		input wire [12:0] MA,
    input wire MRnW,
		input wire nMBUFEN,
		input wire nMLTH0,
		input wire nMLTH1,
		input wire [12:0] SA,
    input wire SRnW,
		input wire nSBUFEN,
		input wire nSLTH0,
		input wire nSLTH1,
		output wire [12:0] A,
    output wire RnW,
		output wire nLATCH0,
		output wire nLATCH1
    );
	ls257 ls257_11e
        (
			.nG(CLK_1H),
			.nSELA(CLK_S2H),
			.A1(SA[3]),
			.A2(SA[2]),
			.A3(SA[1]),
			.A4(SA[0]),
			.B1(MA[3]),
			.B2(MA[2]),
			.B3(MA[1]),
			.B4(MA[0]),
			.Y1(A[3]),
			.Y2(A[2]),
			.Y3(A[1]),
			.Y4(A[0])
		);
	ls257 ls257_11d
        (
			.nG(CLK_1H),
			.nSELA(CLK_S2H),
			.A1(SA[7]),
			.A2(SA[6]),
			.A3(SA[5]),
			.A4(SA[4]),
			.B1(MA[7]),
			.B2(MA[6]),
			.B3(MA[5]),
			.B4(MA[4]),
			.Y1(A[7]),
			.Y2(A[6]),
			.Y3(A[5]),
			.Y4(A[4])
		);
	ls257 ls257_11f
        (
			.nG(CLK_1H),
			.nSELA(CLK_S2H),
			.A1(SA[11]),
			.A2(SA[10]),
			.A3(SA[9]),
			.A4(SA[8]),
			.B1(MA[11]),
			.B2(MA[10]),
			.B3(MA[9]),
			.B4(MA[8]),
			.Y1(A[11]),
			.Y2(A[10]),
			.Y3(A[9]),
			.Y4(A[8])
		);
	ls157 ls157_8c
        (
			.nG(1'b0),
			.nSELA(CLK_2H),
			.A1( nSLTH0 ),
			.A2( nSLTH1 ),
			.A3( SRnW ),
			.A4( SA[12] ),
			.B1( nMLTH0 ),
			.B2( nMLTH1 ),
			.B3( MRnW ),
			.B4( MA[12] ),
			.Y1(nLATCH0),
			.Y2(nLATCH1),
			.Y3(RnW),
			.Y4(A[12])
		);
endmodule
`timescale 1ns / 1ps
module ls157(
        input wire nG,
        input wire nSELA,
        input wire A1,
		  input wire A2,
		  input wire A3,
		  input wire A4,
        input wire B1,
        input wire B2,
        input wire B3,
        input wire B4,
        output wire Y1,
		  output wire Y2,
		  output wire Y3,
		  output wire Y4
    );
	assign { Y1, Y2, Y3, Y4 } = nG ? 4'b0 : (nSELA ? { B1, B2, B3, B4 } : { A1, A2, A3, A4 } );
endmodule
`timescale 1ns / 1ps
module ls257(
        input wire nG,
        input wire nSELA,
        input wire A1,
		  input wire A2,
		  input wire A3,
		  input wire A4,
        input wire B1,
		  input wire B2,
		  input wire B3,
		  input wire B4,
        output wire Y1,
		  output wire Y2,
		  output wire Y3,
		  output wire Y4
    );
	assign { Y1, Y2, Y3, Y4 } = nG ? 4'bZ : (nSELA ? { B1, B2, B3, B4 } : { A1, A2, A3, A4 } );
endmodule
File: ./config.mk
export PLATFORM = sky130hd
export DESIGN_NAME = address_bus
export DESIGN_NICKNAME = address_bus
export VERILOG_FILES = /design/flow/design.v
export SDC_FILE = /design/flow/constraint.sdc
export NUM_CORES = 4
export LEC_CHECK = 1
export CORE_AREA = 10 10 70 70
export DIE_AREA = 0 0 80 80
File: ./constraint.sdc
current_design address_bus

set clk_period 1.0
set clk_io_pct 0.2

create_clock -name clk0 -period $clk_period

set non_clock_inputs [all_inputs -no_clocks]
set_input_delay [expr $clk_period * $clk_io_pct] -clock clk0 $non_clock_inputs
set_output_delay [expr $clk_period * $clk_io_pct] -clock clk0 [all_outputs]
File: ./run.sh
#!/bin/bash
# OpenROAD 26Q1-2900-gdf79404cd8, Yosys 0.63+post, stock flow scripts
make -C /OpenROAD-flow-scripts/flow DESIGN_CONFIG=/design/flow/config.mk WORK_HOME=/design/flow/orfs finish
==> results.json <==
{
  "failed_checks": "negative setup slack",
  "p_leak_nw": 0.4180,
  "hpwlAfterDp_um": 1217,
  "fin_crit_sh_pct": 104.7,
  "ir_drop_uv": 128.3,
  "power_density_nw_per_um2": 378.6,
  "topCellsByArea": "mux2_4 (46%), buf_4 (30%), mux2_2 (21%)",
  "vias_per_cell": 3.096,
  "crit_path_end_kind": "output port",
  "holdCritPathClass": "in2out",
  "drt-initial-drc-count": 13,
  "dp.cells": 113,
  "fmax_mhz": 955.4,
  "synth_top_area_share_pct": 45.98,
  "ff_count": 0,
  "min_delay_path_depth": 3,
  "required_ps": 800,
  "gp_congestion": 0.7224,
  "ys_top_cells_by_count": "buf_4 (13), mux2_4 (10), mux2_2 (6), buf_6 (1)",
  "crit_path_max_incr_delay_ps": 300,
  "slowest_stage": "mux2_4",
  "drive_gt1_share_pct": 52.94,
  "dieArea_um2": 6400,
  "grt_antenna_before_repair": 0,
  "regArea_um2": 0,
  "grt_pass1_vias": 443,
  "critPathLaunch": "CLK_S2H",
  "largest_area_cell": "mux2_4",
  "arrival_ps": 850,
  "wl_per_cell_um": 12.10,
  "yosys_area_um2": 326.6,
  "start_kind": "primary input",
  "tightest_slew_ps": 123.3,
  "nClkBuffers": 0,
  "cts_hold_buf": 0,
  "crit_path_max_fanout": 6,
  "syn_inst": 30,
  "hold_viol": 0,
  "status": "finished, violations left",
  "port_buffers": 50,
  "cp_num_cells": 4,
  "fp.coreArea_um2": 3416,
  "final_cells": 114,
  "yosysWarnings": 1,
  "critPathTopFamily": "buffers and inverters",
  "die_w_um": 80,
  "placed_area_um2": 795.8,
  "drv_slew": 0,
  "max_cap_viol_count": 0,
  "syn-cell-area_um2": 326.6,
  "synth_seq_share_pct": 0,
  "fin_crit_ps": 1047,
  "hold_start": "SRnW",
  "path_class": "in2out",
  "grt_max_degree": 7,
  "fin_ws_ps": -46.72,
  "worstPathCellList": "buf_8, buf_16, mux2_4, buf_6",
  "postLayoutCellArea_um2": 817.0,
  "grt_pass1_wl_um": 2125,
  "rsz0062_at_grt": "yes",
  "overflow": 0,
  "routed_wl_um": 1379,
  "ioPinCount": 54,
  "vias": 353,
  "dieHeight_um": 80,
  "finalSetupViolations": 12,
  "drt-pass1-iter-count": 2,
  "crit_buf_inv": 3,
  "antenna_left": 0,
  "rows": 21,
  "maxSlewHeadroom_pct": 91.78,
  "num_antenna_cells": 0,
  "fp_util_pct": 9.560,
  "ys_cells": 30,
  "synth.most_common_cell": "buf_4",
  "tool_warnings": 38,
  "area_growth_pct": 150.2,
  "syn_avg_cell_area_um2": 10.89,
  "grt_use_total_pct": 3.902,
  "drcViolationCount": 0,
  "synth.distinct_cells": 4
}
==> path summary, 6_finish.rpt <==
kind / to / slack, ps
min: RnW / 770
max: A[7] / -50
==> placed cells by master (no fill, tap or decap) <==
cell type        synthesis  layout
buf_16                   0       1
dlygate4sd2_1            0      24
mux2_4                  10      16
buf_8                    0       1
buf_6                    1      13
buf_12                   0       1
buf_2                    0       4
clkdlybuf4s15_1          0       8
==> through the flow <==
stage	setup TNS (ps)	total power, mW	util (%)	hold WS (ps)	worst slack [ps]
floorplan	0	0.1303	-	497.7	44.88
global placement	-12330	0.3204	23.30	1441	-815.1
CTS	-569.9	0.2812	22.31	776.5	-52.06
finish	-506.7	0.3093	23.92	770.8	-46.72
global route	-697.2	0.3336	23.92	787.7	-64.15
detailed placement	-12370	0.3216	23.30	1437	-827.4
==> final cells by class <==
type | instances | area (µm²)
Multi-Input combinational cell | 16 | 240.2
Fill cell | 380 | 2599
Tap cell | 46 | 57.56
Timing Repair Buffer | 52 | 519.2
==> logic make-up after synthesis <==
logic type	count (synthesis)	share of synthesized area [%]
muxes	16	66.66
buffers and inverters	14	33.33
==> metal layers <==
| layer | routed length, µm | GRT usage (%) | share of wire (%) |
|---|---|---|---|
| met5 | 0 | 0 | 0 |
| met4 | 0 | 0 | 0 |
| met3 | 254 | 3.068 | 18 |
| met2 | 579 | 5.939 | 42 |
| met1 | 546 | 4.483 | 40 |
==> repair_timing <==
action	4_1_cts	5_1_grt
endpoints found under the setup margin	16	16
setup buffers	0	0
pin swaps	0	0
resized	108	12
cloned	1	0
endpoints found under the hold margin	0	0
==> where the power goes <==
part           total [mW]  internal [mW]  switching [mW]
clock                   0              0               0
sequential              0              0               0
combinational       0.309          0.243          0.0664
Power is estimated from default activity; no workload was simulated.

==> flow/design.v <==
`timescale 1ns / 1ps
module cus27
(
	input wire rst_n,
	input wire CLK_48M,
	input wire CLK_6M_IN,
   output reg CLK_24M,
   output reg CLK_12M,
   output reg CLK_6M,
	output reg nVSYNC,
	output reg nHSYNC,
	output reg nVBLANK,
	output reg nHBLANK,
	output reg nVRESET,
	output reg nHRESET,
	output wire CLK_8V,
	output wire CLK_4V,
	output wire CLK_1V,
	output wire CLK_4H,
	output wire CLK_2H,
	output wire CLK_1H,
	output wire CLK_S2H,
	output wire CLK_S1H
);
	reg [8:0] horizontal_counter;
	reg [8:0] vertical_counter;
	reg VRESETH = 0;	 
	reg VRESET = 0;	 
	reg [2:0] master_counter;
	always @(posedge CLK_48M or negedge rst_n) begin
		if (!rst_n)
			master_counter <= 0;
		else
			master_counter <= master_counter + 1'b1;
	end
	always @(master_counter) begin
		CLK_24M <= master_counter[0];
		CLK_12M <= master_counter[1];
		CLK_6M <= master_counter[2];	
	end
	always @(VRESETH or VRESET) begin
		nVRESET <= ~(VRESETH && VRESET); 
	end
	always @(negedge CLK_6M_IN or negedge rst_n) begin
		if (!rst_n) begin
			horizontal_counter <= 1;	 
		end else begin
			if (horizontal_counter[8:3] === 6'b110000) 	 
				horizontal_counter <= 1;	 
			else
				horizontal_counter <= horizontal_counter + 1'b1;
		end
	end
	always @(horizontal_counter or rst_n) begin
		if (!rst_n) begin
			nHSYNC <= 1'b1;
			nHBLANK <= 1'b1;
			nHRESET <= 1'b1;
			VRESETH <= 1'b0;
		end else begin
			if (horizontal_counter[8:0] === 9'b100110000) begin  
				nHSYNC <= 1'b0;
				VRESETH <= 1;        
			end else if (horizontal_counter[8:3] === 6'b101010) begin  
				nHSYNC <= 1'b1;	
				VRESETH <= 0;
			end else begin
				nHSYNC <= nHSYNC;	
				VRESETH <= VRESETH;
			end
			if (horizontal_counter[8:3] === 6'b100010)
				nHBLANK <= 1'b0;	 
			else if (horizontal_counter[8:3] === 6'b101110) 
				nHBLANK <= 1'b1;	 
			else
				nHBLANK <= nHBLANK;
			if (horizontal_counter[8:0] === 9'b000001111)  
				nHRESET <= 1'b1;	
			else
				nHRESET <= 1'b0;
		end
	end
	assign CLK_1H = horizontal_counter[0];	 
	assign CLK_S1H = horizontal_counter[0];	 
	assign CLK_2H = horizontal_counter[1];	 
	assign CLK_S2H = horizontal_counter[1];	 
	assign CLK_4H = horizontal_counter[2];	
	always @(negedge nHSYNC or negedge rst_n) begin	
		if (!rst_n) begin
			vertical_counter <= 1;	 
		end else begin
			if (vertical_counter[8:3] === 6'b100001)	 
				vertical_counter <= 1;	 
			else
				vertical_counter <= vertical_counter + 1'b1;
		end
	end
	always @(vertical_counter or rst_n) begin
		if (!rst_n) begin
			nVSYNC <= 1'b1;
			nVBLANK <= 1'b1;
			VRESET <= 1'b0;
		end else begin
			if (vertical_counter[8:3] === 6'b011111)  
				nVSYNC <= 1'b0;
			else if (vertical_counter[8:3] === 6'b000000)  
				nVSYNC <= 1'b1;	
			else
				nVSYNC <= nVSYNC;	
			if (vertical_counter[8:3] === 6'b011110)  
				nVBLANK <= 1'b0;
			else if (vertical_counter[8:3] === 6'b000010)  
				nVBLANK <= 1'b1;
			else
				nVBLANK <= nVBLANK;
			VRESET <= (vertical_counter[8:0] === 9'b000000000) ? 1'b1 : 1'b0;
		end
	end	
	assign CLK_1V = vertical_counter[0];
	assign CLK_4V = vertical_counter[3];
	assign CLK_8V = vertical_counter[7];
endmodule
==> flow/run.sh <==
#!/bin/bash
# OpenROAD 26Q1-2900-gdf79404cd8, Yosys 0.63+post, stock flow scripts
make -C /OpenROAD-flow-scripts/flow DESIGN_CONFIG=/design/flow/config.mk WORK_HOME=/design/flow/orfs finish
==> flow/config.mk <==
export PLATFORM = sky130hd
export DESIGN_NAME = cus27
export DESIGN_NICKNAME = cus27
export VERILOG_FILES = /design/flow/design.v
export SDC_FILE = /design/flow/constraint.sdc
export NUM_CORES = 4
export LEC_CHECK = 1
export CORE_AREA = 10 10 100 100
export DIE_AREA = 0 0 110 110
==> flow/constraint.sdc <==
current_design cus27

set clk_period 2.5
set clk_io_pct 0.2

create_clock -name clk0 -period $clk_period [get_ports {CLK_48M}]
create_clock -name clk1 -period $clk_period [get_ports {CLK_6M_IN}]

set non_clock_inputs [all_inputs -no_clocks]
set_input_delay [expr $clk_period * $clk_io_pct] -clock clk0 $non_clock_inputs
set_output_delay [expr $clk_period * $clk_io_pct] -clock clk0 [all_outputs]
==> Slide: Implementation Results <==
Synthesis and Place & Route Summary

Detailed routing
  • Vias: 1003
  • DR pass1 iterations: 4
  • Final wirelength: 2.82 mm
  • Post-DRT Antenna Nets: 0
  • Antenna fix cells: 0
  • Vias/cell: 3.76
  • Routed WL per cell: 10.6 um
  • Drt drc: 0
  • DRT iter0 DRCs: 45

Timing
  • Layout Skew: 0.0451 ns
  • PnR worst setup slack: -0.682 ns
  • Slew @ Worst Pin: 0.317 ns
  • Final number of setup-violating endpoints: 6
  • Fin. max-slew vios: 0
  • Final Hold Viols: 0
  • Total negative slack: -1.97 ns
  • Max transition margin: 78.9%
  • RSZ-0062 raised after global routing: yes
  • Endpoints left unconstrained: 21
  • Count of unclocked register or latch pins: 14

GRT
  • Largest net degree at the start of global routing: 24
  • Total gr overflow: 0
  • Via count of the first global-routing pass: 1049
  • First-pass GRT wire length: 4.93 mm
  • Total GRT Usage: 5.04%
  • Initial antenna violation count: 0

Worst setup path
  • CP Class: reg2out
  • Crit path launch type: flop
  • Reg2reg path depth: 6
  • Crit path DRT: 2.00 ns
  • Setup crit start: horizontal_counter[0]$_DFF_NN1_
  • Crit end category: output port
  • FF-to-FF Start: horizontal_counter[0]$_DFF_NN1_
  • CP max FO: 2
  • Critical Path AT: 2.68 ns

Final layout
  • Fill cells: 825
  • Finished Layout Cells: 267
  • Area delta synth->final: 48.9%
  • Layout cells sized above 1: 26.7%
  • Storage cell area: 603 um^2
  • Cell area after layout: 0.00184 mm^2
  • Logic area: 599 um^2

Floorplan
  • Die Y: 110 um
  • Placeable Area: 0.00781 mm^2
  • DIE WIDTH: 110 um
  • DIE AREA: 0.0121 mm^2
  • Site Rows: 32
  • I/O pin count: 20
  • Fp_density: 15.9%

Placement
  • Post-DP HPWL: 1.97 mm
  • Placed Cells: 250
  • Area post-placement: 0.00165 mm^2
  • PortBufs: 18
  • Setup WS pre-CTS: -0.837 ns
  • GP Congestion: 0.853

Hold path
  • Hold crit path type: reg2reg
  • Hold Startpoint: master_counter[0]$_DFF_PN0_
  • WHS Path Cells: 1

Power
  • Leakage power: 0.000832 uW
  • Max IR drop VDD: 316 uV
  • Power Dens Cells: 290 mW/mm^2

Run
  • Max-cap violation count: 0
  • Log Warnings: 32

Yosys
  • Distinct cells, synth: 37
  • Synthesis area per yosys: 0.00124 mm^2
  • Cells in synth_stat.txt: 121
  • Synthesis Warnings: 1
  • Largest cells by area: dfrtn_1 (32%), xor2_1 (6.4%), dfrtp_1 (6.1%), dlxtn_1 (6.1%), ha_1 (5.1%)
  • Largest area contributor in the netlist: dfrtn_1
  • Yosys reg bits: 26
  • Post-Syn Area: 0.00124 mm^2
  • Area leader share: 32.3%
  • Syn avg cell area: 10.2 um^2
  • Cells after Synth: 121

Clock tree
  • Hold buffers post-CTS: 0
  • CTS tree: yes
  • Worst-path clk slew: 0.03 ns

Outcome
  • Failing checks: setup timing
  • Status: finished with violations
## what timing repair did
action,in CTS,in global routing
setup endpoints to repair,6,6
pin swaps,1,0
setup buffers,9,1
resized,30,1
## metrics by stage
step	util [%]	hold slack [ns]	total power [uW]
after floorplan	-	0.204	209
after global placement	21.1	0.438	227
after detailed placement	21.1	0.455	227
after CTS	23.6	0.459	544
after global routing	23.6	0.496	568
final	23.6	0.447	534
## kinds of logic (layout without fill, tap and decap cells)
family | count (synthesis) | after routing | share of synthesized area, %
latches | 5 | 5 | 6.06
fa+ha+maj | 5 | 5 | 5.05
simple gates | 49 | 49 | 23.2
buf+inv | 15 | 59 | 5.86
xor+xnor | 13 | 13 | 9.19
mux | 1 | 1 | 0.909
compound gates | 12 | 12 | 7.07
flops | 21 | 21 | 42.6
## report_power, final
part	internal, uW	switching (uW)
logic	8.58	12.2
registers	199	0
clock network	220	95.2
## area by class of cell
class,count,area share [%]
Tap cell,102,6.92
Clock inverter,2,0.475
Sequential cell,26,32.7
Inverter,10,2.04
Clock buffer,7,4.68
Timing Repair Buffer,40,20.7
Multi-Input combinational cell,80,32.5
## sequential cells by signal, summed over array words and instances (netlist names)
name and cells:
master_counter 3, horizontal_counter 9, nVSYNC 1, nVBLANK 1, VRESETH 1, nHBLANK 1, nHSYNC 1, vertical_counter 9
## layout by cell type (no fill, tap or decap), types with 3 or more instances in the layout
cell type | synthesis | final
ha_1 | 5 | 4
dfrtn_1 | 16 | 16
dfrtp_1 | 3 | 3
buf_6 | 1 | 11
xor2_1 | 9 | 9
clkdlybuf4s50_1 | 0 | 12
inv_1 | 11 | 11
o21ai_0 | 3 | 3
nand4_1 | 5 | 5
nor2_1 | 12 | 12
nor2b_1 | 3 | 3
a21oi_1 | 4 | 4
xnor2_1 | 4 | 4
nand2_1 | 3 | 3
dlxtn_1 | 5 | 5
buf_4 | 2 | 15
clkbuf_8 | 0 | 6
nand3_1 | 8 | 7
## synth_stat cells
master    count
a21oi_1       4
dfrtn_1      16
mux2_2        1
buf_6         1
nand4_1       5
dfrtp_1       3
nand2b_1      1
xnor2_1       4
and3b_1       1
buf_4         2
dlxtn_1       5
dfstp_2       2
o21ai_0       3
nand3b_1      1
a221oi_1      1
and2_1        2
o211ai_1      1
nand4b_1      1
xor2_1        9
or3_1         2
nand2_1       3
nor3b_1       2
o211a_1       1
nor2_1       12
or3_4         1
nor2_2        1
nor2b_1       3
nand3_1       8
ha_1          5
inv_1        11
o41ai_2       1
nor4_4        1
buf_2         1
and4_1        1
nor3_1        2
a311o_1       1
and3_1        2
## final timing paths
kind / to / slack [ns]
worst max-delay path: nHRESET / -0.68
worst min-delay path: master_counter[0]$_DFF_PN0_ / 0.45
worst max register to register: horizontal_counter[7]$_DFF_NN0_ / 0.91
worst min register to register: master_counter[0]$_DFF_PN0_ / 0.45
max in group asynchronous: horizontal_counter[0]$_DFF_NN1_ / 0.45
max in group clk1: horizontal_counter[7]$_DFF_NN0_ / 0.91
min in group clk1: horizontal_counter[6]$_DFF_NN0_ / 0.58
min in group asynchronous: master_counter[2]$_DFF_PN0_ / 0.84
## layer usage
layer  vias to the layer above  GRT usage [%]  wire length (um)
li1                        503              -                 -
met1                       464           6.81              1420
met2                        34           7.49              1080
met3                         2           2.23               311
met4                         0          0.651                10
met5                         -              0                 0
## worst max-delay path: stages (launching register included)
cell     delay [ns]
dfstp_2        0.55
ha_4           0.15
nand3_4        0.08
o41ai_4        0.21
buf_2          0.15
Power figures rest on the tool's default switching activity, not on a simulated workload.

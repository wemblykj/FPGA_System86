**flow/run.sh**
```bash
#!/bin/bash
# OpenROAD 26Q1-2900-gdf79404cd8, Yosys 0.63+post, stock flow scripts
make -C /OpenROAD-flow-scripts/flow DESIGN_CONFIG=/design/flow/config.mk WORK_HOME=/design/flow/orfs finish
```
**flow/config.mk**
```make
export PLATFORM = sky130hd
export DESIGN_NAME = Blanking_To_Count
export DESIGN_NICKNAME = Blanking_To_Count
export VERILOG_FILES = /design/flow/design.v
export SDC_FILE = /design/flow/constraint.sdc
export NUM_CORES = 4
export LEC_CHECK = 1
export CORE_UTILIZATION = 40
```
**flow/constraint.sdc**
```tcl
current_design Blanking_To_Count

set clk_period 2.8
set clk_io_pct 0.2

create_clock -name clk0 -period $clk_period [get_ports {i_Clk}]

set non_clock_inputs [all_inputs -no_clocks]
set_input_delay [expr $clk_period * $clk_io_pct] -clock clk0 $non_clock_inputs
set_output_delay [expr $clk_period * $clk_io_pct] -clock clk0 [all_outputs]
```
**flow/design.v**
```verilog
module Blanking_To_Count 
 #(parameter ACTIVE_COLS = 640,
   parameter ACTIVE_ROWS = 480)
  (input            i_Rst,
   input            i_Clk,
	input       	  i_nHSync,
   input            i_nVSync,
   input            i_HBlank,
   input            i_VBlank, 
	output reg       o_Locked = 0,
	output reg       o_nHSync = 1,
   output reg       o_nVSync = 1,
   output reg       o_HBlank = 0,
   output reg       o_VBlank = 0,
	output reg       o_Active = 0,
   output reg [9:0] o_Col_Count = 0,
   output reg [9:0] o_Row_Count = 0
	);
   wire w_Frame_Start;
	wire w_Line_Start;
	reg [9:0] w_Col_Count;
   reg [9:0] w_Row_Count;
	reg w_Locked;
	reg w_nHSync;
	reg w_nVSync;
	reg w_HBlank;
	reg w_VBlank;
always @(posedge i_Clk) begin
	o_nHSync <= w_nHSync;
	o_nVSync <= w_nVSync;
	o_VBlank <= w_VBlank;
	o_HBlank <= w_HBlank;
	o_Active <= ~i_VBlank & ~i_HBlank;
	o_Col_Count <= ~i_VBlank & ~i_HBlank ? w_Col_Count : 10'bX;
	o_Row_Count <= ~i_VBlank & ~i_HBlank ? w_Row_Count : 10'bX; 
	o_Locked <= w_Locked;
end
always @(negedge i_Clk) begin
	if (i_Rst) begin
		w_Locked <= 0;
		w_nHSync <= 1;
		w_nVSync <= 1;
		w_VBlank <= 0;
		w_HBlank <= 0;
		w_Col_Count <= 0;
		w_Row_Count <= 0;
	end else begin
		if (w_Frame_Start == 1'b1) begin
			w_Locked <= 1;
			w_Col_Count <= 0;
			w_Row_Count <= 0;
		end else if (w_Line_Start == 1'b1) begin
			w_Col_Count <= 0;
		end else if (w_Col_Count == ACTIVE_COLS-1) begin
			if (w_Row_Count == ACTIVE_ROWS-1) begin
				w_Row_Count <= 0;
			end else begin
				w_Row_Count <= w_Row_Count + 1;
			end
			w_Col_Count <= 0;
		end else begin
		w_Col_Count <= w_Col_Count + 1;
		end
		w_nHSync <= i_nHSync;
		w_nVSync <= i_nVSync;
		w_VBlank <= i_VBlank;
		w_HBlank <= i_HBlank;
	end
end
assign w_Frame_Start = (w_VBlank & ~i_VBlank);
assign w_Line_Start = (w_HBlank & ~i_HBlank);
endmodule
```
==> Changelog: implementation <==
### Physical design

- Status: completed
- Slowest-stage cell, CP: or3_4
- RePlAce Congestion: 0.785
- Ports: 32
- Final instance area: 0.00224 sq mm
- Layout area overhead: 40.7%
- Most frequent cell after synthesis: dfxtp_1
- Critical Path Sink Type: flop
- Via count: 1248
- Final HPWL from detailed placement: 1900 microns
- RSZ-0062 raised after global routing: no
- Clock root cell: clkbuf_8
- Setup CP Type: in -> reg
- Worst vdd ir: 368 uV
- WL met1: 1430 microns
- Hold Vio Cnt, Final: 0
- Least-Margin Pin Slew: 0.286 ns
- TritonRoute pass-1 iters: 4
- Met3 wire len: 184 microns
- Slowest stage delay, CP: 0.41 ns
- Top layer in use: met4
- Hold crit path type: reg -> reg
- Main area contributors: dfxtp_1, nor2_1, xor2_1
- Detailed-route DRC error count: 0
- CTS buffer count: 5
- Area reported by Yosys stat: 0.00160 sq mm
- Fillers: 311
- Yosys Instances: 151
- Clock latency on the worst-skew pair: 0.36 ns
- Pre-CTS setup slack: -0.690 ns
- Clock Path Buffers: 2
- PnR worst setup slack: 0.0502 ns
- Post-synthesis average cell area: 10.6 sq um
- Placed cell area: 0.00206 sq mm
- WL met2: 1160 microns
- Initial Util: 42.6%
- CTS tree: done
- Synth area leader: dfxtp_1
- Die Size: 0.00424 sq mm
- Cell family with most CP delay: simple AND/OR/NAND/NOR gates
- Library cells used by synthesis: 24
- CTS H-tree depth: 2
- Largest type area fraction: 64.0%
- Final ANT Viol Nets: 0
- Main flop type: dfxtp_1
- Yosys warning count: 1
- Slew Limit Headroom: 80.9%
- Row count: 22
- Aggregate routed wire length: 2810 microns
- Cts hold-fix bufs: 0
- Initial antenna violation count: 0
- Crit path DAT: 1.64 ns
- First-pass GRT wire length: 4820 microns
- Flip-flops with a built-in enable: 0
- # diodes: 0
- Worst path cell trace: clkdlybuf4s15_1 > nor2b_4 > or2_4 > or3_4 > nor2_1
- Core box area: 0.00374 sq mm
- Max_cap viols: 0
- Commonest cells post-synth: dfxtp_1, nor2_1, nand3_1
- Die height: 65.2 microns
- Final setup fails: 0
- Clk sinks: 51
- Port Buf Inserts: 31
- Worst Path Max Fanout: 6
- Log Warnings: 51
- Crit start category: input pin
- Vias per inst: 4.61
- Post-Synthesis Cells: 151
- Critical Path RT: 1.69 ns
- Die Span X: 65.2 microns
- Final max-slew violation count: 0
- Pwr per Cell Area: 599 mW/mm^2
- Async SR Flop Fraction: 0%
- Total gr overflow: 0
- Average wire per standard cell: 10.4 microns
- Pin count of the biggest net entering global routing: 15
- Total GRT Usage: 14.8%
- Crit path buf inv count: 1
- Leakage power: 0.966 nW
- Share of layout cells above drive strength 1: 13.0%
- Number of synthesized register bits: 51
- Total chip power: 1.34 mW
- Clock Skews: 0.0675 ns
- Post-Syn Area: 0.00160 sq mm
- Vias in the first global route: 1107
- Iter 0 DRT Violations: 61
- Reg clk slew, reported paths: 0.04 ns
- Synth Seq Share: 64.0%
## layout by cell type (no fill, tap or decap), types with 2 or more instances in the layout
cell	synthesis	routed
a21oi_1	4	4
o21ai_0	6	4
clkbuf_1	2	2
inv_1	5	29
ha_1	2	2
buf_4	0	9
or2_2	3	2
xnor2_1	3	3
clkdlybuf4s50_1	0	28
nor2_1	22	22
xor2_1	8	8
nand4_1	4	4
or3_4	0	2
clkbuf_8	0	5
or3_1	4	3
dfxtp_1	51	51
o21ai_1	0	2
nor2b_1	4	2
nand2_1	10	10
nor3_1	2	2
and3_1	3	3
nor2b_4	0	2
nand3_1	11	11
## logic make-up (layout without fill, tap and decap cells)
logic type	count (synthesis)	after routing	synth area share [%]
fa+ha+maj	2	2	1.57
xor+xnor	11	11	6.04
compound gates	10	10	3.14
simple gates	70	71	23.6
flops	51	51	64.0
buf+inv	7	78	1.65
## worst min-delay path: cells and delay by family, from the launching register on
kind	cells	cell delay, ns
and+or+nand+nor	2	0.12
DFF	1	0.31
## stage by stage
step                std cells  util, %  hold WS, ns  setup TNS, ns
floorplan                 151        -        0.434          -1.88
global placement          238     55.0        0.454         -12.47
detailed placement        238     55.0        0.466         -12.72
CTS                       271     60.0        0.474              0
global route              271     60.0        0.503              0
finish                    271     60.0        0.467              0
## final timing paths
path                                                  start                         to  slack [ns]  depth (start not counted)
worst max-delay path                               i_VBlank  w_Col_Count[9]$_SDFF_NP0_        0.05                          5
worst min-delay path                  w_Locked$_SDFFE_NP0P_      w_Locked$_SDFFE_NP0P_        0.47                          2
worst max register to register  w_Row_Count[5]$_SDFFE_NP0P_     o_Row_Count[5]$_DFF_P_        0.79                          0
worst min register to register        w_Locked$_SDFFE_NP0P_      w_Locked$_SDFFE_NP0P_        0.47                          2
## state kept, by name, indices dropped and copies added (netlist names)
| signal | cells |
|---|---|
| o_Active | 1 |
| o_Col_Count | 10 |
| o_HBlank | 1 |
| o_Locked | 1 |
| o_Row_Count | 10 |
| o_VBlank | 1 |
| o_nHSync | 1 |
| o_nVSync | 1 |
| w_Col_Count | 10 |
| w_HBlank | 1 |
| w_Locked | 1 |
| w_Row_Count | 10 |
| w_VBlank | 1 |
| w_nHSync | 1 |
| w_nVSync | 1 |
## power by group
part	total [mW]	internal [mW]	switching, mW
logic	0.0574	0.0360	0.0214
registers	0.750	0.742	0.00723
clock network	0.537	0.223	0.314
## area by class of cell
type	count	area, sq um	area share, %
Sequential cell	51	1020	45.5
Multi-Input combinational cell	94	591	26.3
Timing Repair Buffer	41	383	17.1
Clock inverter	26	98.8	4.40
Clock buffer	7	76.3	3.40
Tap cell	48	60.1	2.68
Inverter	4	15.0	0.669
## timing repair
action,4_1_cts,5_1_grt
pin swaps,2,0
gates cloned,1,0
gates resized,6,4
buffers inserted,0,0
setup endpoints to repair,20,7
## metal layers
layer / GRT usage (%) / vias up
met5: 0 / -
met4: 1.90 / 0
met3: 3.70 / 5
met2: 20.6 / 43
met1: 24.6 / 553
li1: - / 647
Power and IR drop assume default switching activity.
